## flow/design.v

```verilog
module add_sub #(
    parameter DATAW = 2  
)(
    input  [DATAW-1:0] i_dataa,  
    input  [DATAW-1:0] i_datab,  
    input              i_op,     
    output [DATAW:0]   o_result  
);
logic [DATAW:0] res;
logic [DATAW:0] carry;
assign carry[0] = i_op;
genvar i;
generate
    for (i = 0; i < DATAW; i = i + 1) begin: gen_adders
        full_adder add_inst (
            .a   (i_dataa[i]),
            .b   (i_datab[i] ^ i_op),  
            .cin (carry[i]),
            .s   (res[i]),
            .cout(carry[i + 1])
        );
    end
endgenerate
full_adder add_final (
    .a   (i_dataa[DATAW-1]),
    .b   (i_datab[DATAW-1] ^ i_op),
    .cin (carry[DATAW]),
    .s   (res[DATAW]),
    .cout()  
);
assign o_result = res;
endmodule
module alu #(
    parameter DATAW = 2  
)(
    input  clk,                    
    input  [DATAW-1:0] i_dataa,    
    input  [DATAW-1:0] i_datab,    
    input  [1:0]       i_op,       
    output [2*DATAW-1:0] o_result  
);
logic [DATAW-1:0] dataa;
logic [DATAW-1:0] datab;
logic [1:0]       op;
logic [DATAW:0]   res;
logic [2*DATAW-1:0] o;
add_sub #(DATAW) alu_inst (
    .i_dataa  (dataa),
    .i_datab  (datab),
    .i_op     (op[0]),  
    .o_result (res)
);
always_ff @ (posedge clk) begin
    dataa <= i_dataa;
    datab <= i_datab;
    op    <= i_op;
    case (op)
        2'b00: begin
            o <= 0;
        end
        2'b01: begin
            o <= dataa << datab;
        end
        default: begin
            o <= {{(DATAW-1){res[DATAW]}}, res};
        end
    endcase
end
assign o_result = o;
endmodule
module full_adder (
    input  a,      
    input  b,      
    input  cin,    
    output s,      
    output cout    
);
logic o0, o1;
always_comb begin
    o0 <= cin ^ (a ^ b);                      
    o1 <= (cin & (a | b)) | (a & b);          
end
assign s    = o0;
assign cout = o1;
endmodule
```

## flow/run.sh

```bash
#!/bin/bash
# OpenROAD 26Q1-2900-gdf79404cd8, Yosys 0.63+post, stock flow scripts
make -C /OpenROAD-flow-scripts/flow DESIGN_CONFIG=/design/flow/config.mk WORK_HOME=/design/flow/orfs finish
```

## flow/config.mk

```make
export PLATFORM = sky130hd
export DESIGN_NAME = alu
export DESIGN_NICKNAME = alu
export VERILOG_FILES = /design/flow/design.v
export SDC_FILE = /design/flow/constraint.sdc
export NUM_CORES = 4
export LEC_CHECK = 1
export CORE_AREA = 10 10 70 70
export DIE_AREA = 0 0 80 80
```

## flow/constraint.sdc

```tcl
current_design alu

set clk_period 2.0
set clk_io_pct 0.2

create_clock -name clk0 -period $clk_period [get_ports {clk}]

set non_clock_inputs [all_inputs -no_clocks]
set_input_delay [expr $clk_period * $clk_io_pct] -clock clk0 $non_clock_inputs
set_output_delay [expr $clk_period * $clk_io_pct] -clock clk0 [all_outputs]
```

==> results.txt <==
yosys + openroad results -> vias=243, Seq cells post-synth=10, pre-CTS setup slack=0.513 ns, Placer Congestion=0.744, Area growth syn-to-layout=49.8%, Hold Path Class=reg -> reg, yosys stat cell total=29, Sw Pwr=0.0857 mW, core area=3420 um2, Hold Violations, Final=0, relative slew slack=between 70% and 80%, Synth cell types=13, DRC=0, sequential fraction of design power=approximately 55%, CP Class=reg -> reg, final slew viol count=0, clock root buffer master=clkbuf_4, FMAX=0.669 GHz, max cap viols=0, fraction of layout cells with a size suffix above 1=11.9%, die width=80 um, num rows=21, n_diodes=0, Hold WS=roughly 0.55 ns, I/O Buffers=10, clk sink count=10, Iteration-0 DRC Markers=2, worst vdd ir=224 uV, first-pass GRT wire length=between 1000 and 1500 um, wire per inst=7.38 um, First-pass DRT Iterations=2, cells after synthesis=29, Internal=0.325 mW, vias in the first global route=about 280, largest net degree at the start of global routing=6, yosys synthesis chip area=362 um2, critical path endpoint category=flop, sequential-to-total area share from yosys stat=a little under three fifths, H-tree depth=1, post-layout period usage of the worst path=~75%, Log Warnings=27, WL final=649 um, via density per instance=2.76, Routed Antenna Nets=0, CTS tree=done, die height=80 um, Final Setup Violations=0, Post-CTS Setup Inserts=0, outcome=completed, PwrDens=758 nW/um2, CP Launch Type=flop, synthesized cell area=362 um2, Critical Path AT=1.65 ns, Syn. warnings=2, Detailed Place HPWL=545 um, Switching Fraction=20.9%, Synth Area per Inst=12.5 um2, unrepaired setup endpoints after global routing=false, slew at the pin closest to its max-slew limit=about 0.32 ns, critical path required time=2.15 ns, Final Power=0.411 mW, setup TNS=0 ns, I/O pins=11, initial antenna violation count=0, most numerous logic cells after layout=dfxtp_1 (10), clkdlybuf4s50_1 (10), inv_1 (3), clkbuf_4 (3), min setup slack post-route=0.504 ns, clk_skew=0.00203 ns, Comb power frac=about 14%, Clk pin slew, worst setup/hold paths=0.06 ns, fp util=between 10% and 20%, total grt overflow=0, hold_buf cts=0, fin crit period=1.50 ns, static leakage=0.219 nW, Post-CTS Resized=0, clock network power share=31.1%, clock latency on the worst-skew pair=about 0.25 ns, Max Fanout on Critical Path=5, CTS buffer count=3, gr usage total=2.12%, Max clock buf depth=2, chip area=6400 um2
-- final cells by class --
class / instances / area (um2)
multi-input combinational: 16 / 150
sequential: 10 / 200
clock buffer: 3 / 22.5
fill: 396 / 2870
inverter: 3 / 11.3
timing repair buffer: 10 / 100
tap: 46 / 57.6
-- power by group through the flow --
stage         clock network (mW)  registers, mW  logic [mW]
finish                     0.128          0.226      0.0574
global route               0.147          0.227      0.0642
CTS                        0.137          0.226      0.0587
-- registers in the layout, indices dropped and copies added, names as in the netlist --
register  count
o             4
datab         2
op            2
dataa         2
-- through the flow --
stage	util, %	std cells	area (um2)
6_report	15.9	88	542
2_1_floorplan	-	29	362
3_3_place_gp	15.2	85	519
4_1_cts	15.9	88	542
3_5_place_dp	15.2	85	519
5_1_grt	15.9	88	542
-- cell families (layout without fill, tap and decap cells) --
group	Yosys count	count (layout)	synth area share [%]
buffers and inverters	3	16	3.11
xor gates and xnor gates	2	2	4.85
AOI/OAI and AO/OA	4	4	8.65
muxes	3	3	9.69
adders and majority gates	2	2	11.1
DFF	10	10	55.4
and+or+nand+nor	5	5	7.27
-- cells in the mapped netlist --
master    instances  area [um2]
a31o_2            1        8.76
a41o_1            1        10.0
xor2_1            1        8.76
inv_1             3        11.3
fa_1              2        40.0
xnor2_1           1        8.76
nand2_1           2        7.51
mux2_4            1        15.0
o22ai_1           2        12.5
nand2b_1          2        12.5
and2_1            1        6.26
dfxtp_1          10         200
mux2i_1           2        20.0
-- layer usage --
layer  up-vias  global-route usage (%)  share of wire, %
met5         -                       0                 0
li1        122                       -                 -
met2         8                    3.53                45
met4         0                   0.176                 0
met3         0                    2.05                10
met1       113                    1.90                45
-- final timing paths --
| path | cells past startpoint | start | to | slack, ns |
|---|---|---|---|---|
| worst max register to register | 4 | datab[0]$_DFF_P_ | o[2]$_DFF_P_ | 0.50 |
| worst min register to register | 2 | op[1]$_DFF_P_ | o[0]$_DFF_P_ | 0.55 |
| worst max-delay path | 4 | datab[0]$_DFF_P_ | o[2]$_DFF_P_ | 0.50 |
| worst min-delay path | 2 | op[1]$_DFF_P_ | o[0]$_DFF_P_ | 0.55 |
-- worst max-delay path: stages, from the launching register on --
cell and delay [ns]:
dfxtp_1 0.44, mux2i_1 0.17, fa_1 0.40, and2_1 0.17, a31o_2 0.21
Power figures rest on the tool's default switching activity, not on a simulated workload.
